==> design/flow/design.v <==
module reg_memdata
#(
  parameter WORD_WIDTH = 32,
  parameter BYTE_WIDTH = 8
)(
  input  logic clk,
  input  logic rst_n,  
  input  logic                  i_enb_prl,
  input  logic                  i_enb_byt,
  input  logic [WORD_WIDTH-1:0] i_data,
  output logic [WORD_WIDTH-1:0] o_data_prl,
  output logic [BYTE_WIDTH-1:0] o_data_byt,
  output logic                  o_empty_reg
);
localparam SFT_WIDTH = WORD_WIDTH/BYTE_WIDTH;
logic [WORD_WIDTH-1:0] word_reg;
logic [SFT_WIDTH-1:0]  sft_reg;
always_ff @(posedge clk or negedge rst_n) begin
  if(~rst_n) begin
    word_reg <= 0;
  end else begin
    if(i_enb_prl) begin
      word_reg <= i_data;
    end else
      word_reg <= word_reg << 8;
  end
end 
always_ff @(posedge clk or negedge rst_n) begin
  if(~rst_n) begin
    sft_reg <= 1;
  end else begin
    if(i_enb_prl)      sft_reg <= 1;
    else if(i_enb_byt) sft_reg <= sft_reg << 1;
    else               sft_reg <= sft_reg;
  end
end
always_comb begin
  o_data_prl  = word_reg;
  o_data_byt  = (i_enb_byt) ? word_reg[WORD_WIDTH-1:WORD_WIDTH-BYTE_WIDTH] : '0;
  o_empty_reg = (sft_reg == 4'b1000);
end
endmodule
==> design/flow/run.sh <==
#!/bin/bash
# OpenROAD 26Q1-2900-gdf79404cd8, Yosys 0.63+post, stock flow scripts
make -C /OpenROAD-flow-scripts/flow DESIGN_CONFIG=/design/flow/config.mk WORK_HOME=/design/flow/orfs finish
==> design/flow/config.mk <==
export PLATFORM = sky130hd
export DESIGN_NAME = reg_memdata
export DESIGN_NICKNAME = reg_memdata
export VERILOG_FILES = /design/flow/design.v
export SDC_FILE = /design/flow/constraint.sdc
export NUM_CORES = 4
export LEC_CHECK = 1
export CORE_UTILIZATION = 30
==> design/flow/constraint.sdc <==
current_design reg_memdata

set clk_period 1.1
set clk_io_pct 0.2

create_clock -name clk0 -period $clk_period [get_ports {clk}]

set non_clock_inputs [all_inputs -no_clocks]
set_input_delay [expr $clk_period * $clk_io_pct] -clock clk0 $non_clock_inputs
set_output_delay [expr $clk_period * $clk_io_pct] -clock clk0 [all_outputs]
==> out/metrics.yaml <==
ys_ff: 36
fmax_ghz: 0.797
hold_depth: 3
area_growth_pct: 66.8
dpl_worst_slack_ps: -563
worstSetupStartpointType: "flip-flop"
clockBufferDepth: 2
num_rows: 24
fin_skew_ps: 4.17
fp.dieH_um: 71.7
gp_congestion: 0.748
grt_pass1_wl_um: 5010
maxCapViolations: 0
p_per_area_nw_per_um2: 1190
ant_nets: 0
critPathRequiredTime_ps: 880
path_cells: "nor4b_2 > buf_2"
slew_viol_final: 0
utilization: 0.540
syn_area_um2: 1460
top_cells_by_area: "dfrtp_1 (60%), mux2_4 (19%), and2_1 (6.9%)"
register_area_um2: 902
async_flop_share: 1.00
yosysTopAreaCell: "dfrtp_1"
reg2reg_to: "word_reg[23]$_DFF_PN0_"
critical_path.max_stage_delay_ps: 390
yosys.stat.seqShare: 0.619
crit_path_end_kind: "primary output"
grtUsageMet2: 0.199
clockRootBuffer: "clkbuf_8"
r2r_cells: 3
warnings: 27
htree_levels: 2
dieArea_um2: 5140
synth_chip_area_um2: 1460
min_from: "i_enb_prl"
antenna_found_initial: 0
place_area_um2: 2310
grt-ovfl-total: 0
edf_count: 0
ff_type: "dfrtp_1"
finalSetupTns_ps: -277
cts_tree: "built"
setup_viol: 9
slew_headroom: 0.616
fp_util: 0.324
hold_path.class: "input port to flip-flop"
yosysMostFrequentCell: "dfrtp_1"
fin_area_um2: 2430
ys_cells: 90
grt-busiest-layer: "met2"
first_pass_iters: 4
min_to: "sft_reg[2]$_DFFE_PN0P_"
yosysUniqueCellTypes: 15
synthTopCellsByCount: "dfrtp_1 (35), mux2_4 (18), and2_1 (16)"
critPathSlowestCell: "dfrtp_1"
vias: 1061
final.fill_count: 386
cp_max_fo: 2
yosys_warnings: 1
ff2ff_setup_slack_ps: 110
insertion_delay_ps: 280
worst_pin_slew_ps: 574
detail_route.vias_per_cell: 4.33
p_leak_nw: 1.19
finalCritPeriodShare: 1.14
syn-instance-count: 90
largest_reg_flops: 32
cts.sinks: 36
rsz0062_at_grt: "true"
syn_area_per_cell_um2: 16.2
path_clk_slew_ps: 60
violations: "setup timing"
top_area_frac: 0.601
post-route-min-period_ps: 1250
pin_count: 77
worstReg2RegStart: "word_reg[15]$_DFF_PN0_"
wl_per_cell_um: 12.3
layout_setup_ws_ps: -154
outcome: "finished, violations left"
startpoint: "sft_reg[1]$_DFFE_PN0P_"
drc: 0
numPortBuffers: 76
worst_ep_arrival_time_ps: 1030
cts_inserted_buffers: 5
core-area_um2: 4500
grt_pass1_vias: 1041
die_w_um: 71.7
finalHoldViolCount: 0
antenna_cells_inserted: 0
wl_um: 3010
ir_drop_uv: 881
dp_hpwl_um: 2140
critical_path_class: "flip-flop to primary output"
grt_max_degree: 24
drive_gt1_frac: 0.389
grtUsageTotal: 0.130
grt_util_met1: 0.191
drtIter0Drc: 32
combGateArea_um2: 502
met3_usage: 0.0385
hold_ws_ps: 340
==> kinds of logic (layout without fill, tap and decap cells) <==
kind of cell,count (synthesis),in the layout,share of synthesized area
AOI/OAI and AO/OA,1,1,0.00515
buffers and inverters,6,109,0.0412
and+or+nand+nor,20,20,0.0824
DFF,36,36,0.619
muxes,27,27,0.252
==> power breakdown <==
| part | switching (mW) | leakage, nW | total [mW] | internal (mW) |
|---|---|---|---|---|
| Sequential | 0.0500 | 0.443 | 1.48 | 1.43 |
| Clock | 0.412 | 0.0422 | 0.856 | 0.443 |
| Combinational | 0.136 | 0.707 | 0.555 | 0.419 |
| Total | 0.598 | 1.19 | 2.89 | 2.29 |
==> layout make-up <==
type                            count  area share
Multi-Input combinational cell     48       0.206
Timing Repair Buffer              100       0.361
Sequential cell                    36       0.371
Clock inverter                      1     0.00206
Inverter                            1     0.00154
Clock buffer                        7      0.0314
Tap cell                           52      0.0268
==> timing repair <==
action                     CTS  global route
pin swaps                    1             0
setup endpoints to repair   44            23
hold endpoints to repair    13             0
buffers inserted             9             6
resized                     93            10
hold buffers                 2             0
==> metal layers <==
metal,vias to the layer above,wire length [um]
li1,504,-
met1,493,1310
met2,56,1380
met3,8,233
met4,0,76
met5,-,0
==> critical path, delay by kind of cell, from the launching register on <==
family / cells / cell delay [ps]
buffers and inverters: 1 / 130
DFF: 1 / 390
and+or+nand+nor: 1 / 240
==> metrics by stage <==
step,std cells,power (mW)
2_1_floorplan,90,1.66
3_3_place_gp,220,2.06
3_5_place_dp,220,2.07
4_1_cts,239,2.94
5_1_grt,245,3.09
6_report,245,2.89
==> worst max path at each step <==
| stage | to | cells past startpoint |
|---|---|---|
| final | o_empty_reg | 2 |
| after CTS | o_empty_reg | 2 |
| after global routing | o_empty_reg | 2 |
==> cell usage in the layout, fill, tap and decap left out, types with 5 or more instances in the layout <==
cell type         n
clkbuf_2         10
clkdlybuf4s50_1  32
buf_4            19
mux2_4           18
clkbuf_8          5
mux2_2            6
and2_1           16
buf_2            11
clkdlybuf4s15_1  22
dfrtp_1          35
No activity file was given, so power comes from the tool's default toggle rates.
