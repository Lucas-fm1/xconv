==> flow/design.v <==
module reg_window
#(
  parameter BYTE_WIDTH = 8,
  parameter K_BYTES    = 9,
  parameter WIND_WIDTH = 8 * 9
)(
  input  logic clk,
  input  logic rst_n,  
  input  logic                  i_equal_addr,
  input  logic                  i_enb_byt,
  input  logic [BYTE_WIDTH-1:0] i_data_byt,
  output logic [WIND_WIDTH-1:0] o_window
);
logic [WIND_WIDTH-1:0] window;
logic                  valid_byt;
always_comb valid_byt = i_equal_addr && i_enb_byt; 
always_ff @(posedge clk or negedge rst_n) begin
  if(~rst_n) begin
    window <= '0;
  end else begin
    if(valid_byt) begin
      window[WIND_WIDTH-1:BYTE_WIDTH] <= window[WIND_WIDTH-BYTE_WIDTH-1:0];
      window[BYTE_WIDTH-1:0]          <= i_data_byt;
    end else
      window <= window;
  end
end 
always_comb o_window = window;
endmodule
==> flow/run.sh <==
#!/bin/bash
# OpenROAD 26Q1-2900-gdf79404cd8, Yosys 0.63+post, stock flow scripts
make -C /OpenROAD-flow-scripts/flow DESIGN_CONFIG=/design/flow/config.mk WORK_HOME=/design/flow/orfs finish
==> flow/config.mk <==
export PLATFORM = sky130hd
export DESIGN_NAME = reg_window
export DESIGN_NICKNAME = reg_window
export VERILOG_FILES = /design/flow/design.v
export SDC_FILE = /design/flow/constraint.sdc
export NUM_CORES = 4
export LEC_CHECK = 1
export CORE_UTILIZATION = 40
==> flow/constraint.sdc <==
current_design reg_window

set clk_period 1.6
set clk_io_pct 0.2

create_clock -name clk0 -period $clk_period [get_ports {clk}]

set non_clock_inputs [all_inputs -no_clocks]
set_input_delay [expr $clk_period * $clk_io_pct] -clock clk0 $non_clock_inputs
set_output_delay [expr $clk_period * $clk_io_pct] -clock clk0 [all_outputs]
==> results.json <==
{
  "grt_setup_unrepaired": "false",
  "via_per_inst": 4.81,
  "cts_root_buf": "clkbuf_8",
  "min_to": "window[70]",
  "power.total_w": 0.00660,
  "yosys_cells": 152,
  "path_class": "reg -> out",
  "fin_worst_skew_ps": 5.31,
  "gr-usage-all-layers_pct": 14.0,
  "die_y_microns": 84.8,
  "path_clk_slew_ps": 70,
  "drive_above_1_share_pct": 37.5,
  "slew_violations": 0,
  "p_leak_nw": 1.70,
  "hold_viol": 0,
  "place.gp.congestion": 0.738,
  "placedCellCount": 310,
  "postRouteAntennaNets": 0,
  "wirelength_microns": 4620,
  "avgSynthCellArea_sq_um": 18.0,
  "drtIter0Drc": 50,
  "fmax_ghz": 0.660,
  "worst_pin_slew_ps": 167,
  "postCtsResizedCells": 0,
  "portBuffers": 83,
  "antenna_found_initial": 0,
  "critPathMaxStageDelay_ps": 500,
  "ir_worst_vdd_mv": 0.740,
  "worstRegToRegCells": 1,
  "cpMaxStageDelayCell": "clkdlybuf4s50_1",
  "ys_sh_adder_pct": 0,
  "arrival_ps": 1200,
  "cellPowerDensity_nw_per_um2": 1700,
  "synth_seq_share_pct": 65.7,
  "yosysUniqueCellTypes": 5,
  "logic_family": "multiplexers",
  "rrSetupSlack_ps": 810,
  "r2r_end": "window[40]",
  "top_regs": "window x72",
  "dpl-instance-area_sq_um": 3660,
  "fp-utilization_pct": 42.2,
  "slew_headroom_pct": 88.9,
  "mux_share_pct": 30.4,
  "drcViolationCount": 0,
  "dieWidth_microns": 84.8,
  "synth-simple-area-share_pct": 0.411,
  "ys_chip_area_sq_um": 2740,
  "setup_viol": 0,
  "core_sq_um": 6490,
  "largest_reg_flops": 72,
  "finalCritPeriodShare_pct": 94.7,
  "drtPass1Iterations": 24,
  "rows": 29,
  "aoi_share_pct": 0,
  "path_cells": "clkdlybuf4s50_1",
  "syn2layout_area_growth_pct": 41.7,
  "path_buffers": 1,
  "critPathTopFamily": "buffers and inverters",
  "syn_inst": 152,
  "largest-register": "window",
  "syn_area_sq_um": 2740,
  "crit_required_ps": 1280,
  "cts-htree-levels": 3,
  "grt-ovfl-total": 0,
  "grt_max_degree": 33,
  "start_kind": "flop",
  "cp_max_fo": 3,
  "cts_tree": "yes",
  "grt_pass1_wl_microns": 7760,
  "fin_util_pct": 59.9,
  "stdcell_area_sq_um": 3890,
  "detailroute.via_count": 1579,
  "n_fill_cell": 463,
  "maxCapViolations": 0,
  "post_cts_buffers": 0,
  "setup-tns-final_ps": 0,
  "diodes": 0,
  "xor_area_share_pct": 0,
  "numCtsBuffers": 9,
  "clk_latency_ps": 330,
  "reg2reg_from": "window[40]",
  "wl_per_cell_microns": 14.1,
  "end_kind": "output pin",
  "min_path_cells": 1,
  "synth_flops": 72,
  "status": "complete, no violations",
  "cts_sinks": 72,
  "first_global_vias": 1561,
  "tool_warnings": 25,
  "die-area_sq_um": 7190,
  "dp_hpwl_microns": 3130,
  "cts_buffer_depth": 2,
  "min_period_ps": 1520,
  "hp-class": "reg -> reg",
  "pin_count": 84,
  "final_cells": 328,
  "ys_warn_count": 1,
  "hp-start": "window[70]"
}
==> layout make-up <==
type / instances / area (sq um) / area share, %
Clock buffer: 13 / 159 / 4.09
Multi-Input combinational cell: 73 / 845 / 21.7
Timing Repair Buffer: 90 / 946 / 24.3
Tap cell: 77 / 96.3 / 2.48
Clock inverter: 3 / 40.0 / 1.03
Sequential cell: 72 / 1800 / 46.3
==> power by group <==
part           internal [W]  total, W  switching (W)
Combinational       0.00180   0.00212       0.000316
Clock              0.000802   0.00141       0.000608
Sequential          0.00256   0.00308       0.000518
Total               0.00516   0.00660        0.00144
==> kinds of logic after synthesis <==
family / Yosys count
AND/OR/NAND/NOR: 1
multiplexers: 72
buffers and inverters: 7
flip-flops: 72
==> metal layers <==
layer,GRT usage [%],part of all wire (%),vias up,wire length (microns)
li1,-,-,734,-
met1,24.9,49,780,2250
met5,0,0,-,0
met4,2.62,1.3,0,61
met2,17.8,42,58,1940
met3,4.18,7.8,7,362
==> timing repair <==
item / CTS / global route
hold buffers: 2 / 0
hold endpoints to repair: 32 / 0
endpoints found under the setup margin: 0 / 0
==> cells in the final DEF (no fill, tap or decap) <==
cell type        netlist  final
clkinv_2               0      2
bufinv_16              0      1
dfrtp_1               72     72
buf_12                 0      5
mux2_2                66     66
dlygate4sd3_1          0      1
clkbuf_1               0      2
mux2_4                 6      6
buf_4                  0      2
clkdlybuf4s50_1        0     82
clkbuf_8               7     11
nand2_4                1      1
==> worst max-delay path by stage <==
stage,depth (start not counted),slack (ps),from,to
finish,1,80,window[24],o_window[24]
global route,1,20,window[15],o_window[15]
CTS,1,40,window[32],o_window[32]
==> Yosys cell counts, drive strengths merged <==
library cell	instances	area, sq um
nand2	1	11.3
dfrtp	72	1800
mux2	72	833
clkbuf	7	96.3
==> through the flow <==
| step | hold WS, ps | setup WS, ps |
|---|---|---|
| floorplan | 24.4 | 537 |
| global placement | 291 | 26.7 |
| detailed placement | 295 | 16.7 |
| CTS | 516 | 42.8 |
| global route | 523 | 21.6 |
| finish | 512 | 84.9 |
Power and IR drop assume default switching activity.
